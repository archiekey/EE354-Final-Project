`flow/run.sh`:
```
#!/bin/bash
# OpenROAD 26Q1-2900-gdf79404cd8, Yosys 0.63+post, stock flow scripts
make -C /OpenROAD-flow-scripts/flow DESIGN_CONFIG=/design/flow/config.mk WORK_HOME=/design/flow/orfs finish
```
`flow/config.mk`:
```
export PLATFORM = sky130hd
export DESIGN_NAME = LFSR
export DESIGN_NICKNAME = LFSR
export VERILOG_FILES = /design/flow/design.v
export SDC_FILE = /design/flow/constraint.sdc
export NUM_CORES = 4
export LEC_CHECK = 1
export CORE_AREA = 10 10 70 70
export DIE_AREA = 0 0 80 80
```
`flow/constraint.sdc`:
```
current_design LFSR

set clk_period 1.5
set clk_io_pct 0.2

create_clock -name clk0 -period $clk_period [get_ports {clk}]

set non_clock_inputs [all_inputs -no_clocks]
set_input_delay [expr $clk_period * $clk_io_pct] -clock clk0 $non_clock_inputs
set_output_delay [expr $clk_period * $clk_io_pct] -clock clk0 [all_outputs]
```
`flow/design.v`:
```
module LFSR   (
out             ,   
enable          ,   
clk             ,   
reset               
);
output [7:0] out;
input enable, clk, reset;
reg [7:0] out;
wire        linear_feedback;
assign linear_feedback = !(out[7] ^ out[3]);
always @(posedge clk)
if (reset) begin  
  out <= 8'b0 ;
end else if (enable) begin
  out <= {out[6],out[5],
          out[4],out[3],
          out[2],out[1],
          out[0], linear_feedback};
end 
endmodule  
```
==> PnR_summary.wiki <==
== Metrics ==
{| class="wikitable"
! Metric !! Value
|-
| Status || completed
|-
| Root Buffer Master || clkbuf_4
|-
| Detailed-route DRC error count || 0
|-
| Fin. max-slew vios || 0
|-
| H-Tree Level Count || 1
|-
| Normalized max-slew margin || 79.7%
|-
| HP Class || flop to flop
|-
| Largest net degree at the start of global routing || 10
|-
| Vias per cell || 2.80
|-
| Die outline height || roughly 80 um
|-
| Arrival time at the worst endpoint || roughly 1.1 ns
|-
| Number of antenna violations at the first check in global routing || 0
|-
| Global-route wire length before repair || around 1400 um
|-
| Wire length per cell after detailed routing || a little under 9 um
|-
| Number of instances in the synthesized netlist || 28
|-
| Post-synth top area share || between 50% and 60%
|-
| Final count of hold timing violations || 0
|-
| Biggest fanout along the worst timing path || 3
|-
| Count of clock tree sinks || 8
|-
| Detail Placement HPWL || 579 um
|-
| Max FFs per register || 8
|-
| Startpoint Class || flop
|-
| Highest clock frequency the design can meet || just over 700 MHz
|-
| Clock latency on the worst-skew pair || ~0.25 ns
|-
| Critical path data required time || 1.20 ns
|-
| Synth-to-Final Area Change || 59.9%
|-
| Die area || 0.00640 mm^2
|-
| Number of antenna repair diodes || 0
|-
| Register share after synthesis || a little over half
|-
| Total number of vias || 241
|-
| Critical Path Slowest Stage Cell || clkdlybuf4s50_1
|-
| Transition time at the pin with the least slew margin || a little over 0.3 ns
|-
| Type of the worst setup path || flop to output pin
|-
| GR Util All Layers || 2.90%
|-
| Final setup violation count || 0
|-
| Yosys synthesis warning count || 1
|-
| Synthesis area per yosys || 297 um^2
|-
| Post-layout minimum cycle time || about 1.4 ns
|-
| Tool warnings || 25
|-
| DP Area || roughly 450 um^2
|-
| Layout cell share with drive strength beyond 1 || between 10% and 20%
|-
| Setup_tns || 0 ns
|-
| Via count of the first global-routing pass || between 300 and 400
|-
| Leak pwr || about 0.19 nW
|-
| Registers with the highest flip-flop counts || out: 8 flops
|-
| Reg2reg setup slack || around 0.79 ns
|-
| Number of distinct library cell variants in the gate-level netlist after synthesis || 8
|-
| Crit-path cells || clkdlybuf4s50_1
|-
| Final weighted congestion in routability-driven placement || 0.700
|-
| Fin area || ~470 um^2
|-
| Total of max-cap violations || 0
|-
| Final ANT Viol Nets || 0
|-
| Post-synth regs || 8
|-
| Number of buffers added by the clock tree synthesis step || 3
|-
| Top cell type by total area after synthesis || dfxtp_1
|-
| Site Rows || 21
|-
| Total I/O pin count || 11
|-
| CP endpoint kind || output pin
|-
| CTS tree || built
|-
| Core utilization at floorplan || 8.68%
|-
| Post-CTS repair timing setup buffer count || 0
|-
| Post-synth area hogs || dfxtp_1, mux2i_1, nor2_1
|-
| Post-synthesis instance area || just under 300 um^2
|-
| Bufs and invs on worst path || 1
|-
| Placed Instances || between 80 and 90
|-
| Biggest cell delay along the critical path || around 0.48 ns
|-
| Register bank with the most flops || out
|-
| Horizontal extent of the die || 80 um
|-
| Setup repair after global routing missed its margin || no
|-
| Syn avg cell area || 10.6 um^2
|-
| Share of the clock period used by the worst path after layout || 93.3%
|-
| Non-filler cells in the finished layout || 86
|-
| Final-layout fill cell count || 403
|-
| Core Box Area || 0.00342 mm^2
|-
| Post-CTS clock slew at the launch and capture registers of the worst setup and hold paths || roughly 0.05 ns
|-
| Pwr per Cell Area || around 880 mW/mm^2
|-
| Total cells reported by yosys after synthesis || 28
|-
| Peak ir drop on the vdd network || slightly below 0.0004 V
|-
| Final wirelength || 762 um
|-
| Delay-heaviest family, CP || buffers and inverters
|-
| Number of cells on the worst reg-to-reg path || 2
|-
| Buffers added on ports || 10
|-
| Violation tally from detailed-route iteration zero || 3
|-
| Buffers from clock root to sink, at most || 2
|-
| Remaining global-route overflow || 0
|-
| Hold Crit Depth || 2
|-
| TritonRoute pass-1 iters || 2
|-
| Crit. path cell count || 1
|-
| Post-route clock skew || 0.000630 ns
|}
## per-stage QoR
| stage | util, % | hold slack, ns | setup slack, ns | power, W |
|---|---|---|---|---|
| 2_1_floorplan | - | 0.459 | 0.710 | 0.000242 |
| 3_3_place_gp | 13.2 | 0.504 | 0.175 | 0.000258 |
| 3_5_place_dp | 13.2 | 0.514 | 0.149 | 0.000260 |
| 4_1_cts | 13.8 | 0.524 | 0.0245 | 0.000421 |
| 5_1_grt | 13.9 | 0.573 | 0.0199 | 0.000444 |
| 6_report | 13.9 | 0.518 | 0.100 | 0.000417 |
## layout by cell type, fill, tap and decap left out
master / Yosys / final
clkbuf_4: 0 / 3
o22ai_1: 1 / 1
nor2_1: 7 / 7
buf_4: 1 / 1
dfxtp_2: 0 / 2
dfxtp_1: 8 / 6
nand2b_1: 2 / 2
xor2_1: 1 / 1
mux2i_1: 7 / 7
clkdlybuf4s50_1: 0 / 10
## report_power, final
| part | switching, W | total, W | internal [W] |
|---|---|---|---|
| combinational | 0.0000125 | 0.0000334 | 0.0000209 |
| sequential | 0.00000429 | 0.000222 | 0.000218 |
| clock | 0.0000702 | 0.000162 | 0.0000913 |
| total | 0.0000869 | 0.000417 | 0.000330 |
## path summary, 6_finish.rpt
check / start / endpoint
max reg2reg: out[3] / out[0]
min: out[0] / out[0]
max: out[0] / out[0]
min reg2reg: out[0] / out[0]
## cell usage after synthesis
cell	instances
mux2i_1	7
xor2_1	1
o22ai_1	1
dfxtp_1	8
buf_4	1
nor2_1	7
nand2b_1	2
clkbuf_2	1
## logic make-up after synthesis
family | after synthesis | synth area share, %
AND-OR/OR-AND | 1 | 2.11
XOR/XNOR | 1 | 2.95
buffers and inverters | 2 | 4.22
flip-flops | 8 | 54.0
multiplexers | 7 | 23.6
AND/OR/NAND/NOR | 9 | 13.1
## per-layer routing
layer / GRT usage [%] / vias to the layer above / routed length [um]
met4: 0.176 / 0 / 0
met5: 0 / - / 0
met1: 3.88 / 107 / 424
met3: 2.39 / 0 / 115
met2: 3.61 / 14 / 222
li1: - / 120 / -
## layout make-up
cell class	count	area, um^2	share of cell area [%]
Sequential cell	8	163	34.3
Multi-Input combinational cell	18	124	26.1
Timing Repair Buffer	11	108	22.7
Tap cell	46	57.6	12.1
Clock buffer	3	22.5	4.75
## repair_timing
item | 4_1_cts | 5_1_grt
setup endpoints to repair | 0 | 2
resized | 0 | 2
hold buffers | 0 | 0
Power figures rest on the tool's default switching activity, not on a simulated workload.
